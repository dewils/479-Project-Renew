==> flow/design.v <==
module datapath(        remainder,               
                        quotient,                
                        sign,                    
                        divisorin,               
                        dividendin,              
                        load,                    
                        add,                     
                        shift,                   
                        inbit,                   
                        sel,                     
                        clk,                     
                        reset);                  
output [6:0] remainder;
output [7:0] quotient;
output sign;
input [6:0] divisorin;
input [7:0] dividendin;
input load;
input add;
input shift;
input inbit;
input [1:0] sel;
input clk;
input reset;
reg[7:0] divisor_q;
reg[7:0] adder_out;
reg sign;
reg[15:0] mux_out;
reg[15:0] shift_out;
reg[15:0] remainder_q;
reg[6:0] remainder;
reg[7:0] quotient;
always @(posedge clk or posedge reset) begin
        if (reset == 1 ) begin
                divisor_q = 0;
        end
        else if (load == 1) begin
                divisor_q[7] = 1'b0;
                divisor_q[6:0] = divisorin;
        end
end
always @(add or divisor_q or remainder_q) begin
        if (add == 1) begin
                adder_out = remainder_q[15:8] + divisor_q; 
        end
        else begin
                adder_out = remainder_q[15:8] + ~divisor_q + 1; 
        end
        sign = adder_out[7];
end
always @(sel or dividendin or adder_out or remainder_q) begin
        case(sel)
                0: begin
                        mux_out[15:8] = 8'b00000000;
                        mux_out[7:0] = 8'b00000000;
                end
                1: begin
                        mux_out[15:8] = adder_out;
                        mux_out[7:0] = remainder_q[7:0];
                end
                2: begin
                        mux_out[15:8] = 8'b00000000;
                        mux_out[7:0] = dividendin;
                end
                3: begin
                        mux_out[15:8] = remainder_q[15:8];
                        mux_out[7:0] = remainder_q[7:0];
                end
        endcase
end
always @(shift or inbit or mux_out) begin
        if (shift == 1) begin
                shift_out[15:1] = mux_out[14:0];
                shift_out[0] = inbit;
        end
        else begin
                shift_out = mux_out;
        end
end
always @(posedge clk or posedge reset) begin
        if (reset == 1 ) begin
                remainder_q = 0;
        end
        else begin
                remainder_q = shift_out;
        end
        remainder = remainder_q[15:9];
        quotient = remainder_q[7:0];
end
endmodule
==> flow/run.sh <==
#!/bin/bash
# OpenROAD 26Q1-2900-gdf79404cd8, Yosys 0.63+post, stock flow scripts
make -C /OpenROAD-flow-scripts/flow DESIGN_CONFIG=/design/flow/config.mk WORK_HOME=/design/flow/orfs finish
==> flow/config.mk <==
export PLATFORM = sky130hd
export DESIGN_NAME = datapath
export DESIGN_NICKNAME = datapath
export VERILOG_FILES = /design/flow/design.v
export SDC_FILE = /design/flow/constraint.sdc
export NUM_CORES = 4
export LEC_CHECK = 1
export CORE_UTILIZATION = 30
==> flow/constraint.sdc <==
current_design datapath

set clk_period 2.6
set clk_io_pct 0.2

create_clock -name clk0 -period $clk_period [get_ports {clk}]

set non_clock_inputs [all_inputs -no_clocks]
set_input_delay [expr $clk_period * $clk_io_pct] -clock clk0 $non_clock_inputs
set_output_delay [expr $clk_period * $clk_io_pct] -clock clk0 [all_outputs]
==> run summary <==
flow finished, numbers: Synth cell types=42, die width=80.3 um, final worst slack=-49.5 ps, max_slew headroom=0.679, DR vias/cell=4.66, cell family with most CP delay=AND-OR/OR-AND gates, Crit path required time=2080 ps, most common logic cells in the final layout=clkdlybuf4s50_1, buf_4, dfrtp_1, I/O Buffers=38, Routed Antenna Nets=0, DP HPWL=2980 um, clk_skew=1.36 ps, drt wl/cell=12.6 um, Final Cycle Share=1.02, setup_tns=-49.5 ps, total CTS buffers=3, CP Class=reg2out, Hold Crit Class=reg2reg, TritonCTS clock tree=yes, 1st-iter DRT viols=73, Place WS=-470 ps, Worst VDD drop=329 uV, Yosys Chip Area=0.00184 sq mm, layout cells sized above 1=0.286, Pleak=1.14 nW, drt total wl=3980 um, fin crit period=2650 ps, Critical Path End Type=output port, # setup viols final=1, total track usage=0.135, crit path from=divisor_q[4]$_DFFE_PP0P_, slowest stage delay, CP=400 ps, Clock Root Buffer=clkbuf_8, vias in the first global route=1417, CORE AREA=0.00592 sq mm, Yosys Instances=190, RSZ-0062 raised after global routing=yes, Sink Count=23, Synth flops=23, DR DRC count=0, first-pass GRT wire length=6670 um, Seq/Total Area, Yosys=0.313, yosys warning tally=1, Worst EP arrival=2130 ps, Rows=28, grt total ovfl=0, number of enable flip-flop cells=0, RD Place Congestion=0.860, Slew @ Worst Pin=481 ps, I/O pin count=39, DRT Pass-1 Iters=4, clk slew on worst S/H paths=90 ps, die area=0.00645 sq mm, clock latency (worst-skew pair)=260 ps, Main synth FF type=dfrtp_1, pwr dens=550 mW/mm^2, Commonest Layout Cell=clkdlybuf4s50_1, post-placement cell count=308, die y size=80.3 um, hold buffers post-CTS=0, post-synthesis area per instance=9.69 sq um, initial antenna violation count=0, CTS H-Tree Depth=1, final hold violation count=0, Pins Over Slew Limit=0, slowest CP cell=dfrtp_1, crit-path max FO=3, via count=1473, Async S/R FF share, synth=1.00, fill count=576, f_max=377 MHz, Area Overhead vs Synth=40.1%, floorplan core density=0.311, startpoint types=register, reg2reg start=remainder_q[9]$_DFF_PP0_, largest net degree at the start of global routing=24, WP buf/inv=2, Post-Syn Instances=190, Worst Hold Launch=divisor_q[6]$_DFFE_PP0P_, critical path, cell by cell=inv_2 -> ha_4 -> a211o_1 -> a31oi_1 -> nand2_2 -> a221oi_4 -> a2111oi_4 -> xnor2_1 -> buf_2, CTS Buffer Depth=2, Post-Layout Cell Count=316, Netlist Area Pre-Place=0.00184 sq mm, failing checks=negative setup slack, antenna fix cells=0, final core utilization=0.436, maxcap violations=0, Tool Warnings=34, outcome=finished with violations
synthesized netlist by cell type, types with 2 or more instances:
library cell   n  area [sq um]
dfrtp_1       23           576
buf_4         19           143
inv_1         16          60.1
nand2_1       15          56.3
ha_1          14           175
o21ai_0       13          65.1
mux2i_1       11           110
a22oi_1        7          52.6
a21oi_1        6          30.0
xnor2_1        5          43.8
a211oi_1       4          30.0
buf_2          4          20.0
nor2_1         4          15.0
and2_1         3          18.8
mux2_2         3          33.8
mux4_2         3          67.6
nand2b_1       3          18.8
nand3_1        3          15.0
o31ai_1        3          22.5
a221oi_2       2          30.0
buf_6          2          22.5
clkbuf_1       2          7.51
fa_1           2          40.0
nand3b_1       2          15.0
nor2b_1        2          12.5
o21a_1         2          15.0
or2_2          2          12.5
routing by layer:
layer | share of wire | GRT usage | vias to the layer above
li1 | - | - | 750
met5 | 0 | 0 | -
met3 | 0.022 | 0.0150 | 2
met4 | 0.0073 | 0.00714 | 0
met1 | 0.49 | 0.200 | 705
met2 | 0.48 | 0.227 | 16
flip-flops by register name (all words and copies together), names as in the netlist:
name         count
divisor_q        7
remainder_q     15
remainder        1
worst register-to-register path, stage by stage, from the launching register on:
cell and delay (ps):
dfrtp_1 430, buf_6 130, buf_4 140, fa_1 450, a21o_1 200, a211oi_1 250
a21oi_1 80, xor2_1 160, mux4_2 440, and2_1 180
final timing paths:
| check | to | slack (ps) | depth (start not counted) |
|---|---|---|---|
| hold / removal | divisor_q[6]$_DFFE_PP0P_ | 570 | 2 |
| min in group asynchronous | remainder[6]$_DFF_PP0_ | 590 | 3 |
| setup reg to reg | remainder_q[12]$_DFF_PP0_ | 40 | 9 |
| setup / recovery | sign | -50 | 9 |
| hold reg to reg | divisor_q[6]$_DFFE_PP0P_ | 570 | 2 |
| max in group asynchronous | remainder_q[10]$_DFF_PP0_ | 1750 | 3 |
final cells by class:
type	instances	area (sq um)	area share
Multi-Input combinational cell	123	1140	0.444
Clock buffer	3	41.3	0.0160
Timing Repair Buffer	74	653	0.253
Tap cell	75	93.8	0.0364
Inverter	17	63.8	0.0247
Sequential cell	23	577	0.224
Clock inverter	1	5.00	0.00194
power by group:
part           total (mW)  switching, mW  internal [mW]  leakage (nW)
Combinational       0.748          0.300          0.448         0.827
Sequential          0.442         0.0376          0.404         0.291
Clock               0.230          0.123          0.107        0.0255
Total                1.42          0.460          0.959          1.14
stage by stage:
stage	hold slack [ps]	instance area [sq um]	total power, mW
2_1_floorplan	517	1840	0.862
3_3_place_gp	564	2360	1.11
3_5_place_dp	559	2360	1.11
4_1_cts	572	2520	1.39
5_1_grt	621	2580	1.53
6_report	567	2580	1.42
kinds of logic after synthesis:
group / share of synthesized area
AND-OR/OR-AND: 0.179
buffers and inverters: 0.139
AND/OR/NAND/NOR: 0.102
adder cells (fa/ha/maj): 0.117
XOR/XNOR: 0.0286
flip-flops: 0.313
multiplexers: 0.121
repair_timing:
action | 4_1_cts | 5_1_grt
pin swaps | 8 | 8
setup buffers | 3 | 2
resized | 21 | 6
endpoints found under the setup margin | 1 | 3
No activity file was given, so power comes from the tool's default toggle rates.
