==> flow/config.mk <==
export PLATFORM = sky130hd
export DESIGN_NAME = controller
export DESIGN_NICKNAME = controller
export VERILOG_FILES = /design/flow/design.v
export SDC_FILE = /design/flow/constraint.sdc
export NUM_CORES = 4
export LEC_CHECK = 1
export CORE_AREA = 10 10 78 78
export DIE_AREA = 0 0 88 88
==> flow/constraint.sdc <==
current_design controller

set clk_period 1.6
set clk_io_pct 0.2

create_clock -name clk0 -period $clk_period [get_ports {clk}]

set non_clock_inputs [all_inputs -no_clocks]
set_input_delay [expr $clk_period * $clk_io_pct] -clock clk0 $non_clock_inputs
set_output_delay [expr $clk_period * $clk_io_pct] -clock clk0 [all_outputs]
==> flow/design.v <==
module controller(	load,		 
					add,		 
					shift,		 
					inbit,		 
					sel,		 
					valid,		 
					start,		 
					sign, 		 
					clk,		 
					reset);		 
output load;
output add;
output shift;
output inbit;
output [1:0] sel;
output valid;
input start;
input sign;
input clk;
input reset;
reg[1:0] curr_state;
reg[1:0] next_state;
reg load;
reg[1:0] sel;
reg shift;
reg inbit;
reg add;
reg valid;
reg [7:0] repition_counter;
always @(posedge clk or posedge reset)
begin
	if (reset == 1) begin
		curr_state <= 0;
	end
	else begin
		curr_state <= next_state;
	end
end
always @(curr_state or start or sign) begin
	if (start == 1) begin
		next_state <= 0;
	end
	else begin
		case (curr_state)
			0: begin
				next_state <= 1;
			end
			1: begin
				if (sign == 1) begin
					next_state <= 2;
				end
				else begin
					next_state <= 3;
				end
			end
			2: begin
				next_state <= 1;
			end
			3: begin
				next_state <= 1;
			end
		endcase
	end
end
always @(curr_state) begin
	case(curr_state)
		0: begin
			load <= 1;
			sel <= 2;
			shift <= 1;
			inbit <= 0;
			add <= 1'bz;
		end
		1: begin
			load <= 0;
			sel <= 1;
			shift <= 0;
			inbit <= 1'bz;
			add <= 0;
		end
		2: begin
			load <= 0;
			sel <= 1;
			shift <= 1;
			inbit <= 0;
			add <= 1;
		end
		3: begin
			load <= 0;
			sel <= 3;
			shift <= 1;
			inbit <= 1;
			add <= 1'bz;
		end
	endcase
end
always @(posedge clk) begin
	if (start == 1) begin
		repition_counter = 0;
	end
	else begin
		repition_counter = repition_counter + 1;
	end
end
always @(repition_counter) begin
	if (repition_counter == 17) begin
		valid = 1;
	end
	else begin
		valid = 0;
	end
end
endmodule
==> flow/run.sh <==
#!/bin/bash
# OpenROAD 26Q1-2900-gdf79404cd8, Yosys 0.63+post, stock flow scripts
make -C /OpenROAD-flow-scripts/flow DESIGN_CONFIG=/design/flow/config.mk WORK_HOME=/design/flow/orfs finish
==> impl_metrics.csv <==
group,metric,value,unit
synthesis,post-synth-top-area-fraction,0.3265,
final_timing,fin_skew,0.002168,ns
synthesis,yosys_warnings,4,
detailed_routing,drtIter0Drc,5,
worst_setup_path,timing.rr.start,"repition_counter[0]",
global_route,overflow,0,
placement,port_buffers,10,
worst_setup_path,cpPeakStageDelay,0.39,ns
clock_network,cts_tree,"yes",
synthesis,edf_count,0,
detailed_routing,dr.pass1.iters,4,
final_timing,max-slew-margin-rel,0.8491,
synthesis,ys_ff,12,
worst_setup_path,crit_slowest_cell,"or3_4",
outcome,status,"complete, no violations",
floorplanning,chipWidth,88,um
power,p_int,0.5798,mW
detailed_routing,ant_nets,0,
detailed_routing,drc_errors,0,
worst_setup_path,crit_family,"simple AND/OR/NAND/NOR gates",
global_route,grt_pass1_wl,1842,um
worst_setup_path,crit_required,1.28,ns
worst_setup_path,criticalPathCategory,"reg2out",
worst_setup_path,cp.depth,3,
detailed_routing,n_antenna_cell,0,
final_timing,finalCritPeriodShare,0.9552,
clock_network,htree_levels,1,
power,swShare,0.1987,
floorplanning,rows,24,
detailed_routing,wl_per_cell,8.803,um
final_timing,rsz0062_at_grt,"no",
power,total_power,0.7236,mW
worst_setup_path,worstPathMaxFanout,2,
synthesis,ys.flop_type,"dfxtp_1",
floorplanning,core,4414,um^2
placement,place_ws,-0.04416,ns
synthesis,ys_cells,50,
synthesis,post_synth.cell_area_avg,9.809,um^2
worst_setup_path,cp_data_arrival_time,1.21,ns
layout,area_growth,59.69,%
final_timing,timing.fmax,654.3,MHz
min_path,hp-class,"in2async",
global_route,grt_max_degree,10,
synthesis,synth_area,490.5,um^2
floorplanning,die_y,88,um
floorplanning,initial_utilization,0.1111,
synthesis,synthTopCellsByCount,"dfxtp_1 (8), nor2_1 (6), or3_1 (5)",
worst_setup_path,rr_endpoint,"repition_counter[6]",
final_timing,hold_viol,0,
final_timing,finalSetupViolCount,0,
clock_network,ctsRootBufferMaster,"clkbuf_8",
floorplanning,dieArea,7744,um^2
clock_network,cts_made_buffers,3,
floorplanning,ios,11,
power,p_clk_frac,0.449,
final_timing,fin_tns_setup,0,ns
clock_network,clk_latency,0.24,ns
global_route,grt_use_total,0.02866,
worst_setup_path,crit_start,"curr_state[3]",
synthesis,synth_top_cell_by_area,"dfxtp_1",
power,ir_worst_vdd,0.5541,mV
final_timing,period_minus_slack,1.528,ns
power,p_leak,0.3094,nW
final_timing,slew_violations,0,
global_route,grt_pass1_vias,390,
power,seqPwrFrac,0.446,
synthesis,ys_seq_share,0.5332,
synthesis,syn_inst,50,
final_timing,tightest_slew,0.2260,ns
clock_network,holdBufCountCts,0,
clock_network,clk_pin_slew_worst_paths,0.05,ns
synthesis,top_cell,"dfxtp_1",
global_route,grt_antenna_before_repair,0,
worst_setup_path,cp_num_buf_inv,2,
layout,drive_above_1_share,0.3143,
synthesis,async_flop_share,0.3333,
synthesis,topCellsByArea,"dfxtp_1 (33%), dfrtp_1 (15%), or3_1 (6.4%)",
clock_network,clock-sinks,12,
power,power_density,923.9,nW/um^2
run,max-cap-violations,0,
synthesis,ys_types,22,
worst_setup_path,rr_worst_depth,5,
placement,gp_congestion,0.7672,
power,switching_power,0.1438,mW
detailed_routing,wl,1074,um
synthesis,yosys_area,490.5,um^2
placement,dp_hpwl,751.8,um
power,comb_power_share,0.105,
worst_setup_path,r2r_setup_slack,0.30,ns
worst_setup_path,endpoint_kind,"output pin",
run,tool_warnings,27,
detailed_routing,num_vias,418,
worst_setup_path,cp_cell_sequence,"or3_4 > inv_2 > clkdlybuf4s15_1",
clock_network,ctsLongestPathBuffers,2,
worst_setup_path,worstSetupStartpointType,"register",
worst_setup_path,endpoint,"load",
final_timing,setup_ws,0.07166,ns
detailed_routing,via_per_inst,3.426,
layout by cell type (no fill, tap or decap), drive strengths merged, types with 2 or more instances in the layout:
cell and instances:
nand2 2, xor2 2, nor2 6, buf 7
inv 3, nand3 3, or3 5, clkdlybuf4s50 5
ha 2, dfxtp 8, o21ai 3, clkbuf 6
dfrtp 3, a21oi 3, clkdlybuf4s15 2
per-stage QoR:
step,instances,util,hold WS (ns),area (um^2)
2_1_floorplan,50,-,0.08536,490.5
3_3_place_gp,116,0.1562,0.4771,689.4
3_5_place_dp,116,0.1562,0.4839,689.4
4_1_cts,122,0.1735,0.2617,765.7
5_1_grt,122,0.1774,0.2824,783.3
6_report,122,0.1774,0.2623,783.3
power by group through the flow:
stage                 Combinational (mW)  Clock [mW]  Sequential, mW
final                             0.0763       0.325           0.322
after CTS                         0.0690       0.331           0.320
after global routing              0.0854       0.347           0.324
timing repair:
action	CTS	global route
endpoints found under the setup margin	5	4
pin swaps	3	2
gates resized	10	10
endpoints found under the hold margin	0	0
buffers inserted	2	0
cell families (layout without fill, tap and decap cells):
family / Yosys count / after routing / share of synthesized area
and+or+nand+nor: 22 / 22 / 0.2551
buffers and inverters: 4 / 24 / 0.03060
AOI/OAI and AO/OA: 7 / 7 / 0.07652
DFF: 12 / 12 / 0.5332
adders and majority gates: 2 / 2 / 0.05101
xor gates and xnor gates: 3 / 3 / 0.05358
final cells by class:
type | instances | area [um^2]
Clock buffer | 4 | 55.05
Fill cell | 465 | 3631
Inverter | 3 | 11.26
Multi-Input combinational cell | 34 | 246.5
Sequential cell | 12 | 264.0
Tap cell | 52 | 65.06
Timing Repair Buffer | 17 | 141.4
worst min path at each step:
stage | startpoint | endpoint | slack [ns] | cells past startpoint
6_report | reset | curr_state[2] | 0.26 | 2
4_1_cts | reset | curr_state[2] | 0.26 | 2
5_1_grt | reset | curr_state[2] | 0.28 | 2
registers in the layout, summed over array words and instances (netlist names):
signal            count
curr_state            4
repition_counter      8
per-layer routing:
metal / GRT usage / up-vias / wire length [um]
met5: 0 / - / 0
met4: 0.001449 / 0 / 5
met3: 0.01777 / 2 / 146
met2: 0.03505 / 19 / 351
met1: 0.04284 / 189 / 570
li1: - / 208 / -
Power and IR drop assume default switching activity.
